## flow/design.v

```verilog
module CC_FIFO #(
    parameter       FIFO_DEPTH          = 16,
    parameter       DATA_WIDTH          = 32,
    parameter       AFULL_THRESHOLD     = 16,
    parameter       AEMPTY_THRESHOLD    = 0
)
(
    input   wire                        clk,
    input   wire                        rst_n,
    output  wire                        full_o,
    output  wire                        afull_o,
    input   wire                        wren_i,
    input   wire    [DATA_WIDTH-1:0]    wdata_i,
    output  wire                        empty_o,
    output  wire                        aempty_o,
    input   wire                        rden_i,
    output  wire    [DATA_WIDTH-1:0]    rdata_o
);
    localparam  DEPTH_LG2               = $clog2(FIFO_DEPTH);
    reg     [DATA_WIDTH-1:0]            data[FIFO_DEPTH];
    reg                                 full,       full_n,
                                        afull,      afull_n,
                                        empty,      empty_n,
                                        aempty,     aempty_n;
    reg     [DEPTH_LG2:0]               wrptr,      wrptr_n,
                                        rdptr,      rdptr_n;
    reg     [DEPTH_LG2:0]               counter,    counter_n;
    always_ff @(posedge clk)
        if (!rst_n) begin
            full                        <= 1'b0;
            empty                       <= 1'b1;     
            wrptr                       <= {(DEPTH_LG2+1){1'b0}};
            rdptr                       <= {(DEPTH_LG2+1){1'b0}};
            counter                     <= {(DEPTH_LG2+1){1'b0}};
            for (int i=0; i<FIFO_DEPTH; i++) begin
                data[i]                     <= {DATA_WIDTH{1'b0}};
            end
        end
        else begin
            full                        <= full_n;
            empty                       <= empty_n;
            wrptr                       <= wrptr_n;
            rdptr                       <= rdptr_n;
            counter                     <= counter_n;
            if (wren_i) begin
                data[wrptr[DEPTH_LG2-1:0]]  <= wdata_i;
            end
        end
    always_comb begin
        wrptr_n                     = wrptr;
        rdptr_n                     = rdptr;
        counter_n                   = counter;
        if (wren_i & ~full) begin
            wrptr_n                     = wrptr + 'd1;
            counter_n                   = counter_n + 'd1;
        end
        if (rden_i & ~empty) begin
            rdptr_n                     = rdptr + 'd1;
            counter_n                   = counter_n - 'd1;
        end
        aempty                      = (counter <= AEMPTY_THRESHOLD);
        afull                       = (counter >= AFULL_THRESHOLD);
        empty_n                     = (wrptr_n == rdptr_n);
        full_n                      = (wrptr_n[DEPTH_LG2]!=rdptr_n[DEPTH_LG2])
                                     &(wrptr_n[DEPTH_LG2-1:0]==rdptr_n[DEPTH_LG2-1:0]);
    end
   // synthesis translate_off
   always @(posedge clk) begin
       if (full_o & wren_i) begin
           $display("FIFO overflow");
           @(posedge clk);
           $finish;
       end
   end
   always @(posedge clk) begin
       if (empty_o & rden_i) begin
           $display("FIFO underflow");
           @(posedge clk);
           $finish;
       end
   end
   // synthesis translate_on
    assign  full_o                      = full;
    assign  afull_o                     = afull;
    assign  empty_o                     = empty;
    assign  aempty_o                    = aempty;
    assign  rdata_o                     = data[rdptr[DEPTH_LG2-1:0]];
endmodule
```

## flow/run.sh

```bash
#!/bin/bash
# OpenROAD 26Q1-2900-gdf79404cd8, Yosys 0.63+post, stock flow scripts
make -C /OpenROAD-flow-scripts/flow DESIGN_CONFIG=/design/flow/config.mk WORK_HOME=/design/flow/orfs finish
```

## flow/config.mk

```make
export PLATFORM = sky130hd
export DESIGN_NAME = CC_FIFO
export DESIGN_NICKNAME = CC_FIFO
export VERILOG_FILES = /design/flow/design.v
export SDC_FILE = /design/flow/constraint.sdc
export NUM_CORES = 4
export LEC_CHECK = 1
export CORE_UTILIZATION = 40
```

## flow/constraint.sdc

```tcl
current_design CC_FIFO

set clk_period 9.7
set clk_io_pct 0.2

create_clock -name clk0 -period $clk_period [get_ports {clk}]

set non_clock_inputs [all_inputs -no_clocks]
set_input_delay [expr $clk_period * $clk_io_pct] -clock clk0 $non_clock_inputs
set_output_delay [expr $clk_period * $clk_io_pct] -clock clk0 [all_outputs]
```

==> load_flow_metrics.sql <==
-- flow metrics import
INSERT INTO impl_metrics (metric_group, metric, value, unit) VALUES
('global_route', 'grt_use_met3', '13.3', '%'),
('cts', 'cts_num_sinks', '529', ''),
('synth', 'synth.logic.top_family', 'simple AND/OR/NAND/NOR gates', ''),
('detailed_routing', 'dr.pass1.iters', '5', ''),
('synth', 'syn_area', '24200', 'µm²'),
('power', 'power.switching_fraction', '23.5', '%'),
('power', 'cellLeakagePower', '10.3', 'nW'),
('synth', 'synth-adder-area-share', '0.413', '%'),
('synth', 'yosysSeqAreaShare', '64.8', '%'),
('die', 'die.size.x', '248', 'µm'),
('global_route', 'grt_max_degree', '90', ''),
('cts', 'cts_buffers', '56', ''),
('outcome', 'status', 'complete, no violations', ''),
('detailed_routing', 'initialDrtViolationCount', '801', ''),
('final_timing', 'maxClockFrequency', '168', 'MHz'),
('critical_path', 'timing.reg2reg.setup_slack', '6110', 'ps'),
('synth', 'netlist-cell-type-count', '38', ''),
('job', 'tool_warnings', '29', ''),
('power', 'p_clk_share', '37.5', '%'),
('final_timing', 'layout_setup_ws', '3740', 'ps'),
('final_timing', 'rsz0062_at_grt', 'false', ''),
('final_timing', 'slew_headroom', '35.0', '%'),
('critical_path', 'critPathRequiredTime', '7760', 'ps'),
('place', 'place_congestion', '0.779', ''),
('layout', 'drive_above_1_share', '16.4', '%'),
('synth', 'synthesis.instances', '1584', ''),
('detailed_routing', 'detailroute.via_count', '13400', ''),
('power', 'peakVddDrop', '0.131', 'mV'),
('cts', 'holdBufCountCts', '0', ''),
('final_timing', 'max_slew.worst_pin.slew', '973', 'ps'),
('final_timing', 'finalSetupTns', '0', 'ps'),
('global_route', 'antenna_found_initial', '2', ''),
('detailed_routing', 'drc', '0', ''),
('critical_path', 'critical_path.startpoint_type', 'register', ''),
('global_route', 'track_usage', '22.5', '%'),
('layout', 'final_cell_mix', 'sky130_fd_sc_hd__edfxtp_1, sky130_fd_sc_hd__and3_1, sky130_fd_sc_hd__and2_1', ''),
('power', 'share_comb_of_total_power', '11.2', '%'),
('layout', 'synthToLayoutAreaGrowth', '12.2', '%'),
('power', 'power_spent_charging_and_discharging_nets', '0.00120', 'W'),
('die', 'fp-row-count', '89', ''),
('critical_path', 'arrival', '4020', 'ps'),
('detailed_routing', 'drt-total-wl', '61800', 'µm'),
('final_timing', 'setup_violations', '0', ''),
('layout', 'mi_logic_area', '7860', 'µm²'),
('synth', 'compound_area_share', '1.92', '%'),
('place', 'place_hpwl', '32000', 'µm'),
('cts', 'tritoncts', 'yes', ''),
('power', 'power.internal', '0.00392', 'W'),
('cts', 'clock_latency', '610', 'ps'),
('cts', 'clock_path_buffers', '3', ''),
('layout', 'fill_cells', '5002', ''),
('cts', 'root_buffer', 'sky130_fd_sc_hd__clkbuf_16', ''),
('final_timing', 'final_hold_viol_count', '0', ''),
('synth', 'synth.yosys.chip_area', '24200', 'µm²'),
('critical_path', 'endpoint_kind', 'output port', ''),
('layout', 'seqCellArea', '15700', 'µm²'),
('place', 'post_dp_cell_area', '25600', 'µm²'),
('cts', 'postCtsResizedCells', '0', ''),
('place', 'pre_cts_slack', '3980', 'ps'),
('synth', 'ys_cells', '1584', ''),
('critical_path', 'path_class', 'register to output port', ''),
('final_timing', 'finClkSkew', '13.9', 'ps'),
('synth', 'synth_largest_type_area_fraction', '63.4', '%'),
('power', 'totalPowerFinal', '0.00513', 'W'),
('final_timing', 'timing_max_transition_violations_final', '0', ''),
('power', 'sequentialPowerShare', '51.4', '%'),
('global_route', 'vias_in_the_first_global_route', '14700', ''),
('global_route', 'grt_util_met1', '28.7', '%'),
('critical_path', 'timing.critical_path.fanout_max', '63', ''),
('global_route', 'grt_most_used_layer', 'met2', ''),
('die', 'boundaryPins', '72', '');
==> worst max-delay path: stages, from the launching register on <==
cell and delay (ps):
sky130_fd_sc_hd__dfxtp_4 570, sky130_fd_sc_hd__buf_12 500, sky130_fd_sc_hd__buf_4 640, sky130_fd_sc_hd__mux4_2 580
sky130_fd_sc_hd__nor2b_1 140, sky130_fd_sc_hd__a211oi_1 340, sky130_fd_sc_hd__a21oi_1 80, sky130_fd_sc_hd__clkdlybuf4s50_1 450
==> path summary, 6_finish.rpt <==
kind         cells after the start                         end
max                              7                 rdata_o[22]
min                              2         wrptr[4]$_SDFF_PN0_
max reg2reg                      6  data[14][17]$_SDFFCE_PN0P_
min reg2reg                      2         wrptr[4]$_SDFF_PN0_
==> area by class of cell <==
class	count	area share, %
antenna	1	0.00920
clock buffer	75	5.49
clock inverter	18	0.317
inverter	7	0.0966
multi-input combinational	882	28.9
sequential	529	57.8
tap	773	3.56
timing repair buffer	111	3.81
==> through the flow <==
| step | std cells | util (%) |
|---|---|---|
| CTS | 2395 | 45.7 |
| finish | 2396 | 45.7 |
| global placement | 2302 | 43.1 |
| floorplan | 1584 | - |
| detailed placement | 2302 | 43.1 |
| global route | 2395 | 45.7 |
==> synthesized netlist by cell type (all sizes together) <==
cell type	count
mux4	128
or3	1
and3	261
a211oi	32
nor2b	35
nand2	25
inv	7
xnor2	10
xor2	7
mux2i	35
edfxtp	512
nand3b	3
a21oi	35
nor3b	1
nor2	13
ha	8
nor4	1
and2	260
o21ai	7
nor4b	2
dfxtp	17
nor3	2
nand3	4
nand2b	6
a21o	1
clkbuf	137
o31ai	1
nand4	4
buf	29
==> power groups by stage <==
stage	clock, W	combinational [W]	sequential, W
after global routing	0.00203	0.000624	0.00264
final	0.00192	0.000572	0.00263
after CTS	0.00195	0.000586	0.00264
==> sequential cells by signal, summed over array words and instances (netlist names) <==
signal / count
rdptr: 5
empty: 1
counter: 5
wrptr: 5
data: 512
full: 1
==> metal layers <==
metal,wire length [µm],vias to the layer above
met5,17,-
met4,1540,2
met3,7940,100
met2,30100,767
met1,22200,6544
li1,-,5998
==> kinds of logic (layout without fill, tap and decap cells) <==
logic type                 Yosys count  in the layout
AOI/OAI and AO/OA                   76             76
adders and majority gates            8              8
DFF                                529            529
other                                0              1
xor gates and xnor gates            17             17
and+or+nand+nor                    618            618
muxes                              163            163
buffers and inverters              173            211
No activity file was given, so power comes from the tool's default toggle rates.
